[/design/flow/config.mk]
export PLATFORM = sky130hd
export DESIGN_NAME = Uart8_Matrix
export DESIGN_NICKNAME = Uart8_Matrix
export VERILOG_FILES = /design/flow/design.v
export SDC_FILE = /design/flow/constraint.sdc
export NUM_CORES = 4
export LEC_CHECK = 1
export CORE_UTILIZATION = 50
[/design/flow/constraint.sdc]
current_design Uart8_Matrix

set clk_period 68.0
set clk_io_pct 0.2

create_clock -name clk0 -period $clk_period [get_ports {clk}]

set non_clock_inputs [all_inputs -no_clocks]
set_input_delay [expr $clk_period * $clk_io_pct] -clock clk0 $non_clock_inputs
set_output_delay [expr $clk_period * $clk_io_pct] -clock clk0 [all_outputs]
[/design/flow/design.v]
`timescale 1ns / 1ps
module BaudRateGenerator  #(
    parameter CLOCK_RATE = 100000000,  
    parameter BAUD_RATE = 9600
)(
    input wire clk,  
    output reg rxClk,  
    output reg txClk  
);
parameter MAX_RATE_RX = CLOCK_RATE / (2 * BAUD_RATE * 16);  
parameter MAX_RATE_TX = CLOCK_RATE / (2 * BAUD_RATE);
parameter RX_CNT_WIDTH = $clog2(MAX_RATE_RX);
parameter TX_CNT_WIDTH = $clog2(MAX_RATE_TX);
reg [RX_CNT_WIDTH - 1:0] rxCounter = 0;
reg [TX_CNT_WIDTH - 1:0] txCounter = 0;
initial begin
    rxClk = 1'b0;
    txClk = 1'b0;
end
always @(posedge clk) begin
    if (rxCounter == MAX_RATE_RX[RX_CNT_WIDTH-1:0]) begin
        rxCounter <= 0;
        rxClk <= ~rxClk;
    end else begin
        rxCounter <= rxCounter + 1'b1;
    end
    if (txCounter == MAX_RATE_TX[TX_CNT_WIDTH-1:0]) begin
        txCounter <= 0;
        txClk <= ~txClk;
    end else begin
        txCounter <= txCounter + 1'b1;
    end
end
endmodule
`timescale 1ns / 1ps
module Uart8Receiver (
    input  wire       clk,   
    input  wire       en,
    input  wire       in,    
    output reg  [7:0] out,   
    output reg        done,  
    output reg        busy,  
    output reg        err    
);
    reg [1:0] RESET = 2'b00;
    reg [1:0] IDLE = 2'b01;
    reg [1:0] DATA_BITS = 2'b10;
    reg [1:0] STOP_BIT = 2'b11;
    reg [2:0] state;
    reg [2:0] bitIdx = 3'b0;  
    reg [1:0] inputSw = 2'b0;  
    reg [3:0] clockCount = 4'b0;  
    reg [7:0] receivedData = 8'b0;  
    initial begin
        out <= 8'b0;
        err <= 1'b0;
        done <= 1'b0;
        busy <= 1'b0;
    end
    always @(posedge clk) begin
        inputSw = { inputSw[0], in };
        if (!en) begin
            state <= RESET;
        end
        case (state)
            RESET: begin
                out <= 8'b0;
                err <= 1'b0;
                done <= 1'b0;
                busy <= 1'b0;
                bitIdx <= 3'b0;
                clockCount <= 4'b0;
                receivedData <= 8'b0;
                if (en) begin
                    state <= IDLE;
                end
            end
            IDLE: begin
                done <= 1'b0;
                if (&clockCount) begin
                    state <= DATA_BITS;
                    out <= 8'b0;
                    bitIdx <= 3'b0;
                    clockCount <= 4'b0;
                    receivedData <= 8'b0;
                    busy <= 1'b1;
                    err <= 1'b0;
                end else if (!(&inputSw) || |clockCount) begin
                    if (&inputSw) begin
                        err <= 1'b1;
                        state <= RESET;
                    end
                    clockCount <= clockCount + 4'b1;
                end
            end
            DATA_BITS: begin
                if (&clockCount) begin  
                    clockCount <= 4'b0;
                    receivedData[bitIdx] <= inputSw[0];
                    if (&bitIdx) begin
                        bitIdx <= 3'b0;
                        state <= STOP_BIT;
                    end else begin
                        bitIdx <= bitIdx + 3'b1;
                    end
                end else begin
                    clockCount <= clockCount + 4'b1;
                end
            end
            STOP_BIT: begin
                if (&clockCount || (clockCount >= 4'h8 && !(|inputSw))) begin
                    state <= IDLE;
                    done <= 1'b1;
                    busy <= 1'b0;
                    out <= receivedData;
                    clockCount <= 4'b0;
                end else begin
                    clockCount <= clockCount + 1;
                    if (!(|inputSw)) begin
                        err <= 1'b1;
                        state <= RESET;
                    end
                end
            end
            default: state <= IDLE;
        endcase
    end
endmodule
`timescale 1ns / 1ps
module Uart8Transmitter (
    input  wire       clk,    
    input  wire       en,
    input  wire       start,  
    input  wire [7:0] in,     
    output reg        out,    
    output reg        done,   
    output reg        busy    
);
    reg [2:0] state  = 3'b001;
    reg [7:0] data   = 8'b0;  
    reg [2:0] bitIdx = 3'b0;  
    always @(posedge clk) begin
        case (state)
            default     : state <= 3'b010;
            3'b010       : begin
                out     <= 1'b1;  
                done    <= 1'b0;
                busy    <= 1'b0;
                bitIdx  <= 3'b0;
                data    <= 8'b0;
                if (start) begin
                    data    <= in;  
                    state   <= 3'b011;
                    busy    <= 1'b1;
                end
            end
            3'b011  : begin
                out     <= 1'b0;  
                state   <= 3'b100;
            end
            3'b100  : begin  
                out     <= data[bitIdx];
                if (bitIdx == 3'd7) begin
                    bitIdx  <= 3'b0;
                    state   <= 3'b101;
                end else begin
                    bitIdx  <= bitIdx + 1'b1;
                end
            end
            3'b101   : begin  
                out     <= 1'b1;
                done    <= 1'b1;
                busy    <= 1'b0;
                state   <= 3'b010;
            end
        endcase
    end
endmodule
`timescale 1ns / 1ps
module Uart8_Matrix #(
    parameter CLOCK_RATE = 100000000,
    parameter BAUD_RATE = 9600,
    parameter MAX_SIZE = 10   
)(
    input wire clk,
    input wire rx,
    input wire rxEn,
    output wire [7:0] out,
    output wire rxDone,
    output wire rxBusy,
    output wire rxErr,
    output wire tx,
    input wire txEn,
    output wire txDone,
    output wire txBusy,
    output reg [7:0] led
);
    localparam MAX_ELEMENTS = MAX_SIZE * MAX_SIZE;
    wire rxClk, txClk;
    reg [7:0] in = 8'd0;
    reg txStart;
    reg [7:0] matrix_A [0:MAX_ELEMENTS-1];
    reg [7:0] matrix_B [0:MAX_ELEMENTS-1];
    reg [15:0] matrix_R [0:MAX_ELEMENTS-1];
    reg [7:0] matrix_size = 0;   
    reg [7:0] total_elements = 0;   
    reg [$clog2(MAX_ELEMENTS)-1:0] index = 0;
    reg [2:0] state = 3'd0;
    reg [32:0] delay_counter = 0;
    reg [$clog2(MAX_ELEMENTS)-1:0] tx_count = 0;
    reg [7:0] i = 0, j = 0, k = 0;
    reg [15:0] temp_sum;
    reg first_Half = 1'b1;
    reg prev_rxDone = 0;
    always @(posedge clk) begin
        prev_rxDone <= rxDone;
    end
    wire rxDoneEdge = rxDone & ~prev_rxDone;
    BaudRateGenerator #(
        .CLOCK_RATE(CLOCK_RATE),
        .BAUD_RATE(BAUD_RATE)
    ) generatorInst (
        .clk(clk),
        .rxClk(rxClk),
        .txClk(txClk)
    );
    Uart8Receiver rxInst (
        .clk(rxClk),
        .en(1'b1),
        .in(rx),
        .out(out),
        .done(rxDone),
        .busy(rxBusy),
        .err(rxErr)
    );
    Uart8Transmitter txInst (
        .clk(txClk),
        .en(txEn),
        .start(txStart),
        .in(in),
        .out(tx),
        .done(txDone),
        .busy(txBusy)
    );
    always @(posedge clk) begin
        case (state)
            3'd0: begin  
                txStart <= 1'b0;
                if (rxDoneEdge) begin
                    matrix_size <= out;
                    if (out >= 2 && out <= MAX_SIZE) begin
                        total_elements <= out * out;
                        state <= 3'd1;
                        index <= 0;
                    end
                end
            end
            3'd1: begin  
                if (rxDoneEdge) begin
                    matrix_A[index] <= out;
                    led <= out;
                    if (index == total_elements - 1) begin
                        state <= 3'd2;
                        index <= 0;
                    end else begin
                        index <= index + 1;
                    end
                end
            end
            3'd2: begin  
                if (rxDoneEdge) begin
                    matrix_B[index] <= out;
                    led <= out;
                    if (index == total_elements - 1) begin
                        state <= 3'd3;
                        i <= 0;
                        j <= 0;
                        k <= 0;
                    end else begin
                        index <= index + 1;
                    end
                end
            end
            3'd3: begin  
                temp_sum = (k == 0) ? 0 : matrix_R[i * matrix_size + j];
                matrix_R[i * matrix_size + j] <= temp_sum + 
                    (matrix_A[i * matrix_size + k] * matrix_B[k * matrix_size + j]);
                if (k == matrix_size - 1) begin
                    k <= 0;
                    if (j == matrix_size - 1) begin
                        j <= 0;
                        if (i == matrix_size - 1) begin
                            state <= 3'd4;
                            tx_count <= 0;
                            delay_counter <= 32'd12500;   
                        end else begin
                            i <= i + 1;
                        end
                    end else begin
                        j <= j + 1;
                    end
                end else begin
                    k <= k + 1;
                end
            end
            3'd4: begin  
                if (delay_counter > 0) begin
                    delay_counter <= delay_counter - 1;
                    txStart <= 1'b0;
                end 
                else if (tx_count < total_elements) begin
                    if (!txBusy && !txStart) begin   
                        if (first_Half) begin
                            in <= matrix_R[tx_count][15:8];
                            first_Half <= 1'b0;
                            txStart <= 1'b1;
                        end 
                        else begin
                            in <= matrix_R[tx_count][7:0];
                            first_Half <= 1'b1;
                            txStart <= 1'b1;
                            tx_count <= tx_count + 1;   
                        end
                    end 
                    else if (txDone) begin   
                        txStart <= 1'b0;
                        delay_counter <= 32'd12500;   
                    end
                end 
                else begin
                    if (txDone && !txBusy) begin
                        state <= 3'd0;
                        matrix_size <= 0;
                        total_elements <= 0;
                        tx_count <= 0;
                        first_Half <= 1'b1;
                        in <= 0;
                    end
                end
            end
        endcase
    end
endmodule
[/design/flow/run.sh]
#!/bin/bash
# OpenROAD 26Q1-2900-gdf79404cd8, Yosys 0.63+post, stock flow scripts
make -C /OpenROAD-flow-scripts/flow DESIGN_CONFIG=/design/flow/config.mk WORK_HOME=/design/flow/orfs finish
==> results.cfg <==
; implementation run metrics
[run_status]
status = complete, no violations

[sta]
hold_slack_ns = 0.4652
drv_slew = 0
fmax_ghz = 0.06521
finClkSkew_ns = 0.04290
rsz0062_at_grt = no
worst_pin_slew_ns = 1.015
tns_ns = 0
maxSlewHeadroom = 0.3184
fin_crit_ns = 15.34
unclocked_pins = 46
setup_violations = 0
untimed_endpoints = 1686
fin_crit_sh = 0.2255
finalHoldViolCount = 0

[setup_path]
slowest_stage = clkdlybuf4s50_1
endpoint_kind = output pin
cp_num_buf_inv = 1
crit_arrival_ns = 1.74
critPathKind = flip-flop to output pin
cp_max_fo = 1
start_kind = flip-flop
required_ns = 54.40
cpPeakStageDelay_ns = 0.47
crit_family = buffers and inverters
path_cells = clkdlybuf4s50_1

[drt]
drc = 0
vias_per_cell = 6.514
firstDrtPassIters = 6
wl_per_cell_um = 34.10
drt_iter0_markers = 6435
routed_wirelength_um = 443700
num_vias = 84750
ant_nets = 0

[cts]
clock_latency_ns = 0.95
numCtsBuffers = 352
clock-root-buffer = clkbuf_16
cts_post_setup_buffers_inserted = 0
clockBufferDepth = 4
htree_levels = 5
cts.reportedPaths.clkPinSlew_ns = 0.05
cts_resized = 0
hold_buffers = 0
cts_tree = built

[global_routing]
grt_pass1_wl_um = 638900
grt_pass1_vias = 92330
grt_max_degree = 108
gr-total-overflow = 0
grt_usage = 0.3356
grt_antenna_before_repair = 22

[floorplanning]
core_area_mm2 = 0.2998
die_w_um = 550.8
num_io_pins = 26
rows = 201
die_area_mm2 = 0.3033
core_util_floorplan = 0.5023
die_h_um = 550.8

[layout]
layout_top_cell = edfxtp_1
synthToLayoutAreaGrowth_pct = 11.75
layout-drive-gt1-share = 0.2508
regArea_mm2 = 0.1009
fillers = 22140
comb_area_mm2 = 0.04712
lay_top_cells = edfxtp_1 (3,326), mux4_2 (1,132), nand2_1 (573)
fin_area_mm2 = 0.1683

[logic_synthesis]
yosys.cell_types.count = 78
synth_warnings = 4
async_flop_share = 0
numSynthFlops = 3378
ys_top_cells_by_area = edfxtp_1 (66%), mux4_2 (17%), nor2_1 (1.6%)
ys_cells = 8580
ff_type = edfxtp_1
synth-edff-count = 3326
syn_inst = 8580
syn_area_per_cell_um2 = 17.55
largest_area_cell = edfxtp_1
syn-cell-area_mm2 = 0.1506
top_area_frac = 0.6633
synth_seq_share = 0.6702
ys_area_mm2 = 0.1506

[place]
dpl.hpwl_um = 270100
gp_congestion = 0.9952
portBuffers = 23
place_area_mm2 = 0.1569

[power_and_ir_drop]
peakVddDrop_v = 0.00002139
p_int_w = 0.003328
switching_share = 0.1922
pwr-share-seq = 0.540
leakage_nw = 53.01
power_density_mw_per_mm2 = 24.48
p_clk_frac = 0.460
switching_power_w = 0.0007919
share_comb_of_total_power = 0

[run]
warnings = 43
drv_cap = 0

[hold_path]
hp-class = flip-flop to flip-flop
## stage by stage
step / setup WS [ns] / utilization / total power (W) / instances
2_1_floorplan: 54.10 / - / 0.002266 / 8580
3_3_place_gp: 53.59 / 0.5235 / 0.002266 / 12360
3_5_place_dp: 53.60 / 0.5235 / 0.002266 / 12360
4_1_cts: 52.58 / 0.5612 / 0.004144 / 13000
5_1_grt: 52.57 / 0.5613 / 0.004218 / 13010
6_report: 52.66 / 0.5613 / 0.004119 / 13010
## Yosys cell counts (all sizes together), types with 32 or more instances
cell    number
a211oi      60
a21oi      180
a311oi      32
a31oi       59
a32oi       35
and2        62
buf        316
clkbuf     271
dfxtp       52
edfxtp    3326
fa          80
ha         123
inv        167
mux2        41
mux2i      159
mux4      1132
nand2      579
nand3      147
nor2       652
nor2b       39
nor3       171
nor4        42
o21ai      126
o221ai      40
o22ai      147
or2         42
xnor2      114
xor2        54
## sequential cells by signal (all words and copies together) (netlist names), 9 cells and up
register / count
matrix_B: 800
delay_counter: 33
generatorInst.rxCounter: 9
matrix_A: 800
matrix_R: 1600
generatorInst.txCounter: 13
## per-layer routing
| metal | up-vias | global-route usage | part of all wire |
|---|---|---|---|
| met1 | 42710 | 0.4090 | 0.30 |
| li1 | 35140 | - | - |
| met4 | 42 | 0.1420 | 0.059 |
| met5 | - | 0.01907 | 0.0021 |
| met3 | 1119 | 0.2389 | 0.17 |
| met2 | 5742 | 0.4773 | 0.47 |
## final cells by class
| class | instances | area share |
|---|---|---|
| sequential | 3378 | 0.5999 |
| multi-input combinational | 4448 | 0.2800 |
| clock buffer | 442 | 0.05593 |
| tap | 3958 | 0.02943 |
| timing repair buffer | 409 | 0.01956 |
| clock inverter | 200 | 0.01126 |
| inverter | 167 | 0.003777 |
| antenna | 7 | 0.0001041 |
## worst paths after layout
| path | start | endpoint | slack (ns) | depth (start not counted) |
|---|---|---|---|---|
| hold / removal | generatorInst.txCounter[11] | generatorInst.txCounter[11] | 0.47 | 1 |
| hold reg to reg | generatorInst.txCounter[11] | generatorInst.txCounter[11] | 0.47 | 1 |
| setup / recovery | led[1] | led[1] | 52.66 | 1 |
| setup reg to reg | matrix_size[2] | matrix_R[28][15] | 55.37 | 38 |
## power groups by stage
stage                 registers [W]  clock network (W)     logic, W
final                       0.00222            0.00190  0.000000212
after global routing        0.00222            0.00200  0.000000249
after CTS                   0.00222            0.00192  0.000000217
## cell families after synthesis
family | Yosys count | share of synthesized area
fa+ha+maj | 203 | 0.02086
buf+inv | 754 | 0.02143
compound gates | 878 | 0.03928
xor+xnor | 171 | 0.01038
simple gates | 1864 | 0.05470
flops | 3378 | 0.6702
mux | 1332 | 0.1831
Power figures rest on the tool's default switching activity, not on a simulated workload.
