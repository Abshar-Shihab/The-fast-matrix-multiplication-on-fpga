File: flow/config.mk
export PLATFORM = sky130hd
export DESIGN_NAME = Uart8
export DESIGN_NICKNAME = Uart8
export VERILOG_FILES = /design/flow/design.v
export SDC_FILE = /design/flow/constraint.sdc
export NUM_CORES = 4
export LEC_CHECK = 1
export CORE_UTILIZATION = 50
File: flow/constraint.sdc
current_design Uart8

set clk_period 5.1
set clk_io_pct 0.2

create_clock -name clk0 -period $clk_period [get_ports {clk}]

set non_clock_inputs [all_inputs -no_clocks]
set_input_delay [expr $clk_period * $clk_io_pct] -clock clk0 $non_clock_inputs
set_output_delay [expr $clk_period * $clk_io_pct] -clock clk0 [all_outputs]
File: flow/design.v
`timescale 1ns / 1ps
module BaudRateGenerator  #(
    parameter CLOCK_RATE = 100000000,  
    parameter BAUD_RATE = 9600
)(
    input wire clk,  
    output reg rxClk,  
    output reg txClk  
);
parameter MAX_RATE_RX = CLOCK_RATE / (2 * BAUD_RATE * 16);  
parameter MAX_RATE_TX = CLOCK_RATE / (2 * BAUD_RATE);
parameter RX_CNT_WIDTH = $clog2(MAX_RATE_RX);
parameter TX_CNT_WIDTH = $clog2(MAX_RATE_TX);
reg [RX_CNT_WIDTH - 1:0] rxCounter = 0;
reg [TX_CNT_WIDTH - 1:0] txCounter = 0;
initial begin
    rxClk = 1'b0;
    txClk = 1'b0;
end
always @(posedge clk) begin
    if (rxCounter == MAX_RATE_RX[RX_CNT_WIDTH-1:0]) begin
        rxCounter <= 0;
        rxClk <= ~rxClk;
    end else begin
        rxCounter <= rxCounter + 1'b1;
    end
    if (txCounter == MAX_RATE_TX[TX_CNT_WIDTH-1:0]) begin
        txCounter <= 0;
        txClk <= ~txClk;
    end else begin
        txCounter <= txCounter + 1'b1;
    end
end
endmodule
`timescale 1ns / 1ps
module Uart8  #(
    parameter CLOCK_RATE = 100000000,  
    parameter BAUD_RATE = 9600
)(
    input wire clk,
    input wire rx,
    input wire rxEn,
    output wire [7:0] out,
    output wire rxDone,
    output wire rxBusy,
    output wire rxErr,
    output wire tx,
    input wire txEn,
    output wire txDone,
    output wire txBusy,
    output reg [7:0] led
);
wire rxClk;
wire txClk;
reg [7:0] in = 8'd0;
reg txStart;
reg [7:0] num1 = 8'd0;  
reg [7:0] num2 = 8'd0;  
reg [7:0] result = 8'd0;  
reg [1:0] state = 2'd0;  
reg prev_rxDone = 0;
reg cond = 0;
always @(posedge clk) begin
    prev_rxDone <= rxDone;
end
wire rxDoneEdge = rxDone & ~prev_rxDone;  
BaudRateGenerator #(
    .CLOCK_RATE(CLOCK_RATE),
    .BAUD_RATE(BAUD_RATE)
) generatorInst (
    .clk(clk),
    .rxClk(rxClk),
    .txClk(txClk)
);
Uart8Receiver rxInst (
    .clk(rxClk),
    .en(1'b1),
    .in(rx),
    .out(out),
    .done(rxDone),
    .busy(rxBusy),
    .err(rxErr)
);
Uart8Transmitter txInst (
    .clk(txClk),
    .en(txEn),
    .start(txStart),
    .in(in),
    .out(tx),
    .done(txDone),
    .busy(txBusy)
);
always @(posedge clk) begin
	 if (cond == 1'b1) begin
					 result <= num1 + num2;  
                led <= num1 + num2;
                state <= 2'd0;         
					 in <= num1 + num2;
					 txStart <= 1;
					 if(!txBusy && txStart && txDone) begin
						cond <= 1'b0;
					 end
	 end
    if (rxDoneEdge) begin
	 txStart <= 0;
        case (state)
            2'd0: begin
				in <= 8'd0;
                num1 <= out;      
                led <= out;
                state <= 2'd1;    
            end
            2'd1: begin
                num2 <= out;      
                led <= out;
                state <= 2'd2;    
					 cond <= 1'b1;
            end
            2'd2: begin
                result <= num1 + num2;  
                led <= 8'd8;           
                state <= 2'd0;         
            end
        endcase
    end
end
endmodule
`timescale 1ns / 1ps
module Uart8Receiver (
    input  wire       clk,   
    input  wire       en,
    input  wire       in,    
    output reg  [7:0] out,   
    output reg        done,  
    output reg        busy,  
    output reg        err    
);
    reg [1:0] RESET = 2'b00;
    reg [1:0] IDLE = 2'b01;
    reg [1:0] DATA_BITS = 2'b10;
    reg [1:0] STOP_BIT = 2'b11;
    reg [2:0] state;
    reg [2:0] bitIdx = 3'b0;  
    reg [1:0] inputSw = 2'b0;  
    reg [3:0] clockCount = 4'b0;  
    reg [7:0] receivedData = 8'b0;  
    initial begin
        out <= 8'b0;
        err <= 1'b0;
        done <= 1'b0;
        busy <= 1'b0;
    end
    always @(posedge clk) begin
        inputSw = { inputSw[0], in };
        if (!en) begin
            state <= RESET;
        end
        case (state)
            RESET: begin
                out <= 8'b0;
                err <= 1'b0;
                done <= 1'b0;
                busy <= 1'b0;
                bitIdx <= 3'b0;
                clockCount <= 4'b0;
                receivedData <= 8'b0;
                if (en) begin
                    state <= IDLE;
                end
            end
            IDLE: begin
                done <= 1'b0;
                if (&clockCount) begin
                    state <= DATA_BITS;
                    out <= 8'b0;
                    bitIdx <= 3'b0;
                    clockCount <= 4'b0;
                    receivedData <= 8'b0;
                    busy <= 1'b1;
                    err <= 1'b0;
                end else if (!(&inputSw) || |clockCount) begin
                    if (&inputSw) begin
                        err <= 1'b1;
                        state <= RESET;
                    end
                    clockCount <= clockCount + 4'b1;
                end
            end
            DATA_BITS: begin
                if (&clockCount) begin  
                    clockCount <= 4'b0;
                    receivedData[bitIdx] <= inputSw[0];
                    if (&bitIdx) begin
                        bitIdx <= 3'b0;
                        state <= STOP_BIT;
                    end else begin
                        bitIdx <= bitIdx + 3'b1;
                    end
                end else begin
                    clockCount <= clockCount + 4'b1;
                end
            end
            STOP_BIT: begin
                if (&clockCount || (clockCount >= 4'h8 && !(|inputSw))) begin
                    state <= IDLE;
                    done <= 1'b1;
                    busy <= 1'b0;
                    out <= receivedData;
                    clockCount <= 4'b0;
                end else begin
                    clockCount <= clockCount + 1;
                    if (!(|inputSw)) begin
                        err <= 1'b1;
                        state <= RESET;
                    end
                end
            end
            default: state <= IDLE;
        endcase
    end
endmodule
`timescale 1ns / 1ps
module Uart8Transmitter (
    input  wire       clk,    
    input  wire       en,
    input  wire       start,  
    input  wire [7:0] in,     
    output reg        out,    
    output reg        done,   
    output reg        busy    
);
    reg [2:0] state  = 3'b001;
    reg [7:0] data   = 8'b0;  
    reg [2:0] bitIdx = 3'b0;  
    always @(posedge clk) begin
        case (state)
            default     : state <= 3'b010;
            3'b010       : begin
                out     <= 1'b1;  
                done    <= 1'b0;
                busy    <= 1'b0;
                bitIdx  <= 3'b0;
                data    <= 8'b0;
                if (start) begin
                    data    <= in;  
                    state   <= 3'b011;
                    busy    <= 1'b1;
                end
            end
            3'b011  : begin
                out     <= 1'b0;  
                state   <= 3'b100;
            end
            3'b100  : begin  
                out     <= data[bitIdx];
                if (bitIdx == 3'd7) begin
                    bitIdx  <= 3'b0;
                    state   <= 3'b101;
                end else begin
                    bitIdx  <= bitIdx + 1'b1;
                end
            end
            3'b101   : begin  
                out     <= 1'b1;
                done    <= 1'b1;
                busy    <= 1'b0;
                state   <= 3'b010;
            end
        endcase
    end
endmodule
File: flow/run.sh
#!/bin/bash
# OpenROAD 26Q1-2900-gdf79404cd8, Yosys 0.63+post, stock flow scripts
make -C /OpenROAD-flow-scripts/flow DESIGN_CONFIG=/design/flow/config.mk WORK_HOME=/design/flow/orfs finish
==> summary.txt <==
The full implementation flow was run.

The run finished with clean final reports. Synthesis handed over a netlist of 461 instances. Entering global routing, the biggest net connects 31 pins. After synthesis, the most frequently instantiated cells are sky130_fd_sc_hd__dfxtp_1 (72), sky130_fd_sc_hd__edfxtp_1 (35), sky130_fd_sc_hd__nand2_1 (34). The clock power share stands at 47.8%. Yosys reports that the leading cell type by area covers between 20 and 30% of the netlist area. TritonCTS built the clock tree. Yosys instantiated no cell more often than sky130_fd_sc_hd__dfxtp_1. For the final database, setup skew stands at about 0.012 ns. The worst setup path is of the reg2out kind. The vertical die size stands at slightly above 100 um.

Of all cell types, the one taking the most synthesized area is sky130_fd_sc_hd__dfxtp_1. According to the timing report, the critical path is launched from led[6]. around 94 endpoints have no timing constraint. The share of post-route cells with drive strength above 1 stands at 6.90%.

The first global-routing pass estimated 15,300 um of wire. Cells fill 58.6% of the core in the end. The actual slew at the worst max-slew pin stands at 0.836 ns. The power density over the cells stands at 175 mW/mm2. The script parses the final routing iteration and logs DRC violations as 0.

The area taken by multi-input logic gates stands at approximately 0.0022 mm2. The analysis attributes to net switching a power of 0.000178 W. STA lists the startpoint of the worst register-to-register path as cond. The fraction of power consumed by sequential logic stands at ~52%. The global placement routability congestion stands at 0.899. Post-synthesis, Yosys gives the total cell area as 0.00487 mm2.

The number of warnings printed during yosys synthesis stands at 4. The timer found 46 register pins that no clock reaches; their paths are not timed. The initial core utilization stands at 52.2%.

Yosys mapped a number of flops with a built-in enable equal to 35. The slowest stage of the critical path belongs to the cell sky130_fd_sc_hd__clkdlybuf4s50_1. The internal power contribution stands at 0.000781 W. In the final routed layout, each cell accounts on average for 14.2 um. The endpoint required time on the critical path stands at 4.08 ns. The count of antenna-violating nets left after detailed routing stands at 0. The global route stage reports its total congestion overflow as 0.

The max-slew headroom at the worst pin stands at 44.2%. The worst setup path is captured at an output pin. The count of hold-fix buffers inserted at cts stands at 0. STA classifies the critical path startpoint as a flip-flop. Post-CTS timing repair inserted 0 buffers for setup. The endpoint of the worst hold path is reported as generatorInst.txCounter[0].

Clock latency on the worst-skew pair, taken at its later pin, is 0.33 ns. At the worst endpoint, the arrival time is 1.14 ns. The total negative slack for setup checks stands at 0 ns. The area of the core region stands at 0.00933 mm2. The floorplan report gives the top-level pin count as 26.

The tally of OpenROAD warnings stands at 37. The routed design shows a via density per instance of about 5.4. IR analysis of the VDD net gives a maximum drop of around 140 uV.

The number of global-route vias before repair is 3,253. The row count stands at 35. The floorplan step set the die width to 101 um.

The chip area stands at 0.0101 mm2. The H-tree depth stands at 3. The synthesized design contains 107 register bits. Per the timing report, the biggest fanout along the worst path comes to 2.

The hold path depth stands at 1. The longest incremental delay of any stage on the critical path is reported as 0.46 ns. Note that the worst hold path type here is reg2reg.

The combinational share of power stands at 0.4%. The report lists the cells along the critical path as clkdlybuf4s50_1. The register-to-register path setup slack stands at between 3 and 4 ns. Sorting the synthesized cells by area gives the leading types as sky130_fd_sc_hd__dfxtp_1 (30%), sky130_fd_sc_hd__edfxtp_1 (22%), sky130_fd_sc_hd__ha_1 (6.4%), sky130_fd_sc_hd__a21oi_1 (3.2%), sky130_fd_sc_hd__nand2_1 (2.6%).

The initial antenna violation count stands at 0. The antenna cell count stands at 0. The final period demand of the worst path stands at 2.16 ns. The timing report attributes the biggest portion of critical-path delay to buffers and inverters. Once iteration 0 of detailed routing completed, the report listed 110 DRC markers. STA lists the startpoint of the worst hold path as generatorInst.txCounter[0]. From the final report, the count of setup violators was given as 0. The share of synthesized area occupied by flip-flops and latches stands at 51.1%. The buffer_ports step reported a buffer count of 23.

In the synthesized netlist the async set-or-reset flop fraction comes to 0%. The tool flagged a number of max-cap violations equal to 0. Setup repair after global routing left no endpoint under its margin.

The placed wire-length estimate stands at 6390 um. Global routing used 19.8% of the available tracks across all layers. For the worst reg-to-reg path, the endpoint reported by OpenROAD is led[7]. The layout has 799 filler cells. The wire length recorded after detailed routing is roughly 9000 um.

In the final report, the number of pins over their slew limit comes to 0. The iteration count of the initial detailed-routing pass stands at 4. Among all flip-flop cells after synthesis, the most frequent one is sky130_fd_sc_hd__dfxtp_1.

The switching fraction of total power stands at a little under a fifth. Looking at the clock tree report, the maximum root-to-sink buffer count equals 2. The ratio of final minimum period to clock period stands at 42.3%. Counting cells, the worst reg-to-reg path comes to 3. The number of gates resized after cts stands at 0. The leakage component of the power was reported as a little over 2 nW. Endpoints failing hold in the final report were tallied at 0.

The layout overhead on the synthesized area stands at 12.2%. The count of unique library cells instantiated by Yosys stands at approximately 59. The synth_stat.txt file lists the number of cells as 461.

The clock transition at the register clock pins on the worst setup and hold paths after CTS stands at roughly 0.070 ns. The flip-flop and latch area stands at between 0.002 and 0.0025 mm2. The detailed router placed between 3k and 4k vias in this run. The cell sitting at the root of the clock tree is a sky130_fd_sc_hd__clkbuf_8. The buffering stage count on the worst path with inverters included stands at 1. Buffers inserted during clock tree synthesis total 9. The average size of a mapped cell stands at between 10 and 15 um2. The maximum achievable frequency stands at around 0.46 GHz.

The mapped cell area stands at 0.00487 mm2.
==> placed cells by master, fill, tap and decap left out, types with 4 or more instances in the layout <==
master / instances
sky130_fd_sc_hd__a21oi_1: 31
sky130_fd_sc_hd__xor2_1: 13
sky130_fd_sc_hd__clkbuf_8: 11
sky130_fd_sc_hd__clkdlybuf4s50_1: 23
sky130_fd_sc_hd__o31ai_1: 5
sky130_fd_sc_hd__and2_1: 17
sky130_fd_sc_hd__a21o_1: 4
sky130_fd_sc_hd__mux2i_1: 9
sky130_fd_sc_hd__and3_1: 5
sky130_fd_sc_hd__xnor2_1: 11
sky130_fd_sc_hd__nand4_1: 8
sky130_fd_sc_hd__nor3_1: 8
sky130_fd_sc_hd__inv_1: 24
sky130_fd_sc_hd__nand2_1: 34
sky130_fd_sc_hd__o21ai_0: 20
sky130_fd_sc_hd__nor2b_1: 6
sky130_fd_sc_hd__nor4_1: 4
sky130_fd_sc_hd__nand2b_1: 7
sky130_fd_sc_hd__ha_1: 25
sky130_fd_sc_hd__a211oi_1: 4
sky130_fd_sc_hd__nor2_1: 33
sky130_fd_sc_hd__a22o_1: 8
sky130_fd_sc_hd__buf_4: 4
sky130_fd_sc_hd__dfxtp_1: 72
sky130_fd_sc_hd__edfxtp_1: 35
sky130_fd_sc_hd__nand3_1: 15
==> metrics by stage <==
step | setup slack [ns] | cells | power [W] | area (um2) | hold WS [ns]
final | 2.94 | 622 | 0.000958 | 5470 | 0.467
after global routing | 2.86 | 622 | 0.000997 | 5470 | 0.499
after CTS | 2.93 | 622 | 0.000973 | 5470 | 0.468
after detailed placement | 3.11 | 606 | 0.000511 | 5250 | 0.455
after global placement | 3.15 | 606 | 0.000511 | 5250 | 0.446
after floorplan | 3.40 | 461 | 0.000509 | 4870 | 0.430
==> logic make-up after synthesis <==
kind of cell / count (synthesis) / synth area share, %
mux: 12 / 3.08
fa+ha+maj: 26 / 6.83
buf+inv: 35 / 2.80
simple gates: 165 / 18.9
xor+xnor: 24 / 4.31
compound gates: 92 / 12.9
flops: 107 / 51.1
==> metal layers <==
layer	vias to the layer above	GRT usage (%)	share of wire, %
met5	-	0	0
met4	0	1.78	0.87
met3	7	3.53	3.8
met2	54	30.7	45
met1	1586	32.1	50
li1	1717	-	-
==> sequential cells by signal, summed over array words and instances (netlist names), 3 cells and up <==
name,count
rxInst.receivedData,8
txInst.data,8
rxInst.bitIdx,3
num1,8
in,8
generatorInst.rxCounter,9
rxInst.clockCount,4
led,8
num2,8
generatorInst.txCounter,13
txInst.state,3
rxInst.out,8
txInst.bitIdx,3
==> how the worst max path moves through the flow <==
stage | endpoint | slack [ns] | cells after the start
after CTS | led[6] | 2.93 | 1
after global routing | led[6] | 2.86 | 1
final | led[6] | 2.94 | 1
==> power by group through the flow <==
stage	clock network (W)	registers [W]	logic [W]
CTS	0.000473	0.000496	0.00000392
global route	0.000497	0.000496	0.00000424
finish	0.000459	0.000496	0.00000391
==> cell type report <==
cell class              count  area share, %
well taps                 129           2.95
flip-flops and latches    107           45.6
clock buffers              14           3.36
inverters                  24           1.65
multi-input cells         319           41.0
clock inverters             2          0.663
repair buffers             27           4.76
Power figures rest on the tool's default switching activity, not on a simulated workload.
